**config.mk**
```make
export PLATFORM = sky130hd
export DESIGN_NAME = cnt
export DESIGN_NICKNAME = cnt
export VERILOG_FILES = /design/flow/design.v
export SDC_FILE = /design/flow/constraint.sdc
export NUM_CORES = 4
export LEC_CHECK = 1
export CORE_UTILIZATION = 30
```
**run.sh**
```bash
#!/bin/bash
# OpenROAD 26Q1-2900-gdf79404cd8, Yosys 0.63+post, stock flow scripts
make -C /OpenROAD-flow-scripts/flow DESIGN_CONFIG=/design/flow/config.mk WORK_HOME=/design/flow/orfs finish
```
**constraint.sdc**
```tcl
current_design cnt

set clk_period 7.2
set clk_io_pct 0.2

create_clock -name clk0 -period $clk_period [get_ports {clk}]

set non_clock_inputs [all_inputs -no_clocks]
set_input_delay [expr $clk_period * $clk_io_pct] -clock clk0 $non_clock_inputs
set_output_delay [expr $clk_period * $clk_io_pct] -clock clk0 [all_outputs]
```
**design.v**
```verilog
module cnt (
    input   clk,
    input   rst,
    input   input_buffer_empty,
    input   complete,
    output  tick
);
    localparam  [1:0]   IDLE      = 2'b00,
                        TICK1     = 2'b01,
                        TICK2     = 2'b10;
    reg [31:0]  cnt1_reg, cnt1_next;
    reg [31:0]  cnt2_reg, cnt2_next;
    reg         tick_reg, tick_next;
    reg [1:0]   state_reg, state_next;
    always @(posedge clk) begin
        if (!rst) begin
            tick_reg    <= 0;
            cnt1_reg    <= 0;
            cnt2_reg    <= 0;
            state_reg   <= IDLE;
        end
        else begin
            tick_reg    <= tick_next;
            cnt1_reg    <= cnt1_next;
            cnt2_reg    <= cnt2_next;
            state_reg   <= state_next;
        end
    end
    always @(*) begin
        tick_next = 1'b0;
        cnt1_next = cnt1_reg;
        cnt2_next = cnt2_reg;
        case (state_reg)
            IDLE:begin
                if(!input_buffer_empty)
                    state_next = TICK1;
                else
                    state_next = IDLE;
            end
            TICK1:begin
                if (cnt1_reg == 32'hfa0)begin
                    tick_next   = 1'b1;
                    state_next  = TICK2;
                    cnt1_next   = 0;
                end
                else begin
                    state_next  = TICK1;
                    cnt1_next   = cnt1_reg + 1'b1;
                end
            end
            TICK2:begin
                if (complete)
                    state_next  = IDLE;
                else begin
                    state_next  = TICK2;
                    if (cnt2_reg == 32'h3ec) begin
                        tick_next = 1'b1;
                        cnt2_next = 0;
                    end
                    else
                        cnt2_next = cnt2_reg + 1'b1;
                end
            end
        endcase
    end
    assign tick = tick_reg;
endmodule
```
==> results.json <==
{
  "r2r_slack_ns": 4.76,
  "synth_area_um2": 3370,
  "yosysTopAreaCellShare_pct": 39.8,
  "cp_max_fo": 19,
  "wl_met1_mm": 3.48,
  "clk_path_buf_depth": 2,
  "layout-drive-gt1-share_pct": 6.30,
  "synthCells": 398,
  "crit_type": "input port to flip-flop",
  "rsz0062_at_grt": "false",
  "num_antenna_cells": 0,
  "grt_pass1_vias": 2551,
  "fp.dieH_um": 108,
  "rows": 38,
  "cts_resized": 0,
  "cp.required_ns": 7.48,
  "min_path_cells": 2,
  "leakage_nw": 1.11,
  "lay_top_count": "dfxtp_1",
  "grt_max_degree": 33,
  "cts_root_buf": "clkbuf_8",
  "cp-start-kind": "input port",
  "reg2regPathDepth": 6,
  "grt_pass1_wl_mm": 11.7,
  "floorplan.core_util_pct": 31.0,
  "yosys_warnings": 1,
  "edf_count": 0,
  "final-hold-violation-count": 0,
  "insertion_delay_ns": 0.35,
  "hold_path_startpoint": "cnt1_reg[31]",
  "viasPerCell": 5.36,
  "tool_warnings": 29,
  "finalSetupTns_ns": 0,
  "final-comb-area_um2": 1860,
  "outcome": "finished, final reports clean",
  "worst_clock_skew_ns": 0.00571,
  "dpl_cell_area_um2": 3530,
  "worst_pin_slew_ns": 0.813,
  "finalMaxSlewViolations": 0,
  "coreArea_um2": 10900,
  "ys_types": 39,
  "layout_min_cycle_time_ns": 3.45,
  "untimed_endpoints": 2,
  "placed_cells": 522,
  "cts_hold_buf": 0,
  "wl_met3_um": 206,
  "p_per_area_nw_per_um2": 181,
  "whs_ns": 0.492,
  "power_mw": 0.672,
  "antenna_found_initial": 0,
  "port_buffers": 4,
  "flop_area_um2": 1370,
  "r2r-start": "state_reg[0]",
  "wl_per_cell_um": 12.6,
  "async_flop_share_pct": 0,
  "yosys-top-cells-area": "dfxtp_1, or4_1, o31ai_1",
  "yosysTopAreaCell": "dfxtp_1",
  "cts.clk_slew.worst_paths_ns": 0.07,
  "min_period_over_period_pct": 47.9,
  "whs_endpoint": "cnt1_reg[31]",
  "wl_met2_mm": 2.97,
  "relSlewSlack_pct": 45.6,
  "wirelength_mm": 6.76,
  "fin_area_um2": 3710,
  "cap_violations": 0,
  "cts_tree": "built",
  "synth_flops": 69,
  "ios": 5,
  "grt_overflow": 0,
  "gp_congestion": 0.848,
  "yosysChipArea_um2": 3370,
  "unclocked_pins": 2,
  "cts_buffers": 9,
  "htree_levels": 3,
  "routed.top_layer": "met4",
  "drc": 0,
  "lay_top_cells": "dfxtp_1, a21oi_1, or4_1",
  "initialDrtViolationCount": 147,
  "drtPass1Iterations": 4,
  "worstPathArrival_ns": 3.73,
  "dieWidth_um": 108,
  "areaGrowthSynthToFinish_pct": 10.1,
  "setup.worst_path.start": "complete",
  "ir_drop_mv": 0.115,
  "synth.avg_cell_area_um2": 8.47,
  "n_fill_cell": 1089,
  "yosys_cells": 398,
  "ys_dominant_reg_cell": "dfxtp_1",
  "via_count": 2881,
  "cts_setup_buffers": 0,
  "setup_viol": 0,
  "cp-end-kind": "flip-flop",
  "die-area_um2": 11700,
  "antenna_left": 0,
  "hp-class": "flip-flop to flip-flop",
  "max_freq_ghz": 0.290,
  "reg2reg_to": "cnt2_reg[31]",
  "grt_usage_pct": 12.5,
  "dpl.hpwl_mm": 4.37,
  "stdcell_count": 537
}
## final cells by class
type	instances	area share, %
Clock buffer	13	4.55
Clock inverter	2	0.270
Inverter	18	1.82
Multi-Input combinational cell	289	50.2
Sequential cell	69	36.9
Tap cell	140	4.72
Timing Repair Buffer	6	1.48
## through the flow
step	worst slack, ns	utilization [%]
after floorplan	4.23	-
after global placement	3.49	32.5
after detailed placement	3.42	32.5
after CTS	3.79	34.1
after global routing	3.66	34.1
final	3.75	34.1
## worst max-delay path by stage
stage | cells past startpoint | to | slack [ns]
CTS | 5 | cnt2_reg[31] | 3.79
global route | 5 | cnt2_reg[21] | 3.66
finish | 5 | cnt2_reg[31] | 3.75
## worst max-delay path, cell delays in order
cell             delay (ns)
clkdlybuf4s50_1        0.46
and4b_1                0.37
or4b_1                 0.75
or4_1                  0.56
a21oi_1                0.15
## logic make-up after synthesis
family | after synthesis | share of synthesized area, %
AND/OR/NAND/NOR | 172 | 30.5
AND-OR/OR-AND | 87 | 15.4
flip-flops | 67 | 39.8
buffers and inverters | 40 | 4.83
XOR/XNOR | 23 | 5.98
adder cells (fa/ha/maj) | 7 | 2.60
latches | 2 | 0.891
## where the power goes
part	leakage (nW)	switching, mW	internal, mW
logic	0.462	0.00822	0.00438
clock network	0.0953	0.138	0.150
registers	0.555	0.000701	0.371
total	1.11	0.146	0.526
## Yosys cell counts (all sizes together), types with 5 or more instances
cell and instances:
clkbuf 17, nor4 8, buf 5, nand2 21, nor3 6, and4 8
nand4 22, xor2 14, nand3 19, o21ai 14, xnor2 9, inv 18
a21oi 40, or3 12, o31ai 28, dfxtp 67, or4 30, ha 7
nor2 27
## routing by layer
layer | global-route usage [%] | vias to the layer above
met4 | 2.05 | 0
met5 | 0 | -
met3 | 2.94 | 7
met1 | 18.1 | 1369
met2 | 19.6 | 22
li1 | - | 1483
No activity file was given, so power comes from the tool's default toggle rates.
